**design.v**
```verilog
`timescale 1ns / 1ps
module Accumulator_RAM #(
    parameter DATA_WIDTH = 32,
    parameter ARRAY_SIZE = 16,
    parameter ADDR_WIDTH = $clog2(ARRAY_SIZE)
) (
    input  wire                  clk,
    input  wire                  wr_en,
    input  wire [ADDR_WIDTH-1:0] wr_addr,
    input  wire [DATA_WIDTH-1:0] din,
    input  wire [ADDR_WIDTH-1:0] rd_addr,
    output wire [DATA_WIDTH-1:0] dout
);
    reg [DATA_WIDTH-1:0] mem [0:ARRAY_SIZE-1];
    always @(posedge clk) begin
        if (wr_en) begin
            mem[wr_addr] <= din;
        end
    end
    assign dout = mem[rd_addr];
endmodule
```
**run.sh**
```bash
#!/bin/bash
# OpenROAD 26Q1-2900-gdf79404cd8, Yosys 0.63+post, stock flow scripts
make -C /OpenROAD-flow-scripts/flow DESIGN_CONFIG=/design/flow/config.mk WORK_HOME=/design/flow/orfs finish
```
**config.mk**
```make
export PLATFORM = sky130hd
export DESIGN_NAME = Accumulator_RAM
export DESIGN_NICKNAME = Accumulator_RAM
export VERILOG_FILES = /design/flow/design.v
export SDC_FILE = /design/flow/constraint.sdc
export NUM_CORES = 4
export LEC_CHECK = 1
export CORE_UTILIZATION = 30
```
**constraint.sdc**
```tcl
current_design Accumulator_RAM

set clk_period 7.8
set clk_io_pct 0.2

create_clock -name clk0 -period $clk_period [get_ports {clk}]

set non_clock_inputs [all_inputs -no_clocks]
set_input_delay [expr $clk_period * $clk_io_pct] -clock clk0 $non_clock_inputs
set_output_delay [expr $clk_period * $clk_io_pct] -clock clk0 [all_outputs]
```
==> flow_summary.yaml <==
# physical design summary
min_path:
  min_path_type: "input pin to flip-flop"
clocking:
  cts_resized: 0
  clock-root-buffer: "sky130_fd_sc_hd__clkbuf_16"
  cts_max_level: 2
  clock_path_buffers: 3
  tritoncts: "yes"
  hold_buffers: 0
  worst_setup_hold_path_clk_slew_ns: 0.06
  postCtsSetupBuffers: 0
  cts_made_buffers: 50
  cts_num_sinks: 512
detailed_routing:
  detail_route.wirelength_mm: 42.4
  route.vias.total: 8760
  route.detailed.vias_per_inst: 4.87
  drt-wirelength-per-cell_um: 23.6
  route.detailed.drc: 0
  detail_route.first_pass.iterations: 4
  drtAntennaViolNets: 0
  antennaDiodeCount: 0
  dr.first_iter.drc_count: 674
global_route:
  grt_first_pass_wirelength_mm: 62.6
  maximum_number_of_pins_on_one_net_before_global_route_repair: 81
  grt_remaining_overflow: 0
  gr-usage-all-layers: 0.144
  antenna_violations_before_repair: 6
  grt_pass1_vias: 9667
timing:
  fin_crit_ns: 5.64
  post-route-worst-setup-slack_ns: 2.16
  finalSetupTns_ns: 0
  fin_crit_sh: 0.723
  fin_worst_hold_slack_ns: 1.90
  worst-slew-pin-transition_ns: 0.777
  report.final.setup_viol: 0
  fmax_mhz: 177
  finalHoldViolations: 0
  final-max-slew-violation-count: 0
  rsz0062_at_grt: "no"
  maxSlewHeadroom: 0.481
synth:
  synth_sequential_area_ratio: 0.800
  synth-seq-cells: 512
  synth.distinct_cells: 17
  synth_area_per_cell_um2: 23.8
  ys.warnings.count: 1
  mappedNetlistArea_mm2: 0.0192
  yosys_cells: 806
  synthesis.instances: 806
  yosys-stat-area_mm2: 0.0192
finish:
  relative_area_change_from_synthesis_to_final_layout_pct: 17.9
  finish.utilization: 0.358
  largestRegisters: "mem (512)"
  regMostFlops: "mem"
  layout-drive-gt1-share: 0.249
  largest_reg_flops: 512
die:
  fp-utilization: 0.304
  row_count: 92
  floorplan.io_pins: 74
  design.core.area_mm2: 0.0632
  fp.dieH_um: 255
  die_w_um: 255
  fp.dieArea_mm2: 0.0651
placement:
  dp_hpwl_mm: 20.4
  gp_congestion: 0.755
  io_buffers: 73
  detailedPlace.worstSlack_ns: 2.12
setup_path:
  capturing_instance_or_port_of_the_critical_path: "dout[1]"
  worst_path_largest_cell_delay_ns: 0.71
  cell_with_the_most_instances_on_the_worst_path: "sky130_fd_sc_hd__clkdlybuf4s50_1"
  critPathRequiredTime_ns: 6.24
  timing.critical_path.buf_inv: 3
  cp-start-kind: "input pin"
  crit_start: "rd_addr[2]"
  cp_cell_sequence: "clkdlybuf4s50_1 -> nor2b_4 -> buf_4 -> a22oi_1 -> nand2_1 -> clkdlybuf4s50_1"
  setup.worst_path.end_class: "output pin"
  critPathTopFamily: "buffers and inverters"
  path_max_fanout: 18
  timing.critical_path.depth: 6
  crit_path_top_delay_cell: "sky130_fd_sc_hd__nor2b_4"
  critical_path_arrival_ns: 4.08
  worstSetupPathType: "input pin to output pin"
power:
  net-switching-power_mw: 1.13
  ir_worst_vdd_uv: 173
  pwr-share-comb: 0.054
  share_of_total_power_in_sequential_cells: 0.547
  cellPowerDensity_mw_per_mm2: 250
  total_leakage_power_nw: 6.92
  power.share.switching: 0.199
  intPower_mw: 4.53
  clock_power_share: 0.399
  total_power_mw: 5.66
job:
  maxCapViolations: 0
  warning_count: 25
status:
  outcome: "complete, no violations"
## stage by stage
stage / instances / area [µm²]
after detailed placement: 1705 / 21100
final: 1798 / 22700
after floorplan: 806 / 19200
after global placement: 1705 / 21100
after global routing: 1798 / 22700
after CTS: 1798 / 22700
## power by group through the flow
stage         sequential (mW)  combinational [mW]  clock [mW]
CTS                      3.10               0.317        2.31
global route             3.10               0.338        2.42
finish                   3.10               0.308        2.26
## kinds of logic (layout without fill, tap and decap cells)
family | after synthesis | after routing | synth area share
DFF | 512 | 512 | 0.800
muxes | 128 | 128 | 0.150
AOI/OAI and AO/OA | 64 | 64 | 0.0250
and+or+nand+nor | 59 | 59 | 0.0132
buffers and inverters | 43 | 189 | 0.0116
## cells in the mapped netlist
| master | number | area, µm² |
|---|---|---|
| sky130_fd_sc_hd__nor3_1 | 4 | 20.0 |
| sky130_fd_sc_hd__nand3b_1 | 2 | 15.0 |
| sky130_fd_sc_hd__mux4_2 | 128 | 2880 |
| sky130_fd_sc_hd__buf_1 | 9 | 33.8 |
| sky130_fd_sc_hd__nor2_1 | 13 | 48.8 |
| sky130_fd_sc_hd__buf_4 | 11 | 82.6 |
| sky130_fd_sc_hd__nand2_1 | 33 | 124 |
| sky130_fd_sc_hd__buf_2 | 4 | 20.0 |
| sky130_fd_sc_hd__or3b_2 | 1 | 8.76 |
| sky130_fd_sc_hd__clkbuf_1 | 17 | 63.8 |
| sky130_fd_sc_hd__and2_1 | 1 | 6.26 |
| sky130_fd_sc_hd__edfxtp_1 | 512 | 15400 |
| sky130_fd_sc_hd__nand2b_1 | 2 | 12.5 |
| sky130_fd_sc_hd__nand3_1 | 1 | 5.00 |
| sky130_fd_sc_hd__buf_6 | 2 | 22.5 |
| sky130_fd_sc_hd__a22oi_1 | 64 | 480 |
| sky130_fd_sc_hd__nor2b_1 | 2 | 12.5 |
## area by class of cell
cell class | count | area, µm²
multi-input cells | 251 | 3750
repair buffers | 96 | 930
clock inverters | 21 | 141
flip-flops and latches | 512 | 15400
well taps | 846 | 1060
fillers | 5621 | 40500
clock buffers | 72 | 1400
## worst min path at each step
stage | cells after the start | slack, ns | endpoint | start
CTS | 1 | 1.89 | mem[3][12] | din[12]
global route | 1 | 1.95 | mem[6][27] | din[27]
finish | 1 | 1.90 | mem[11][13] | din[13]
## cells in the final DEF, fill, tap and decap left out
| cell | Yosys | final |
|---|---|---|
| sky130_fd_sc_hd__clkdlybuf4s50_1 | 0 | 71 |
| sky130_fd_sc_hd__nand3_1 | 1 | 1 |
| sky130_fd_sc_hd__nor2b_4 | 0 | 2 |
| sky130_fd_sc_hd__clkinv_2 | 0 | 8 |
| sky130_fd_sc_hd__edfxtp_1 | 512 | 512 |
| sky130_fd_sc_hd__nand3b_1 | 2 | 2 |
| sky130_fd_sc_hd__nor3_2 | 0 | 4 |
| sky130_fd_sc_hd__clkbuf_16 | 0 | 53 |
| sky130_fd_sc_hd__mux4_2 | 128 | 128 |
| sky130_fd_sc_hd__buf_12 | 0 | 2 |
| sky130_fd_sc_hd__nand2b_1 | 2 | 2 |
| sky130_fd_sc_hd__clkbuf_8 | 0 | 1 |
| sky130_fd_sc_hd__buf_4 | 11 | 22 |
| sky130_fd_sc_hd__and2_2 | 0 | 1 |
| sky130_fd_sc_hd__clkbuf_1 | 17 | 19 |
| sky130_fd_sc_hd__clkinv_1 | 0 | 11 |
| sky130_fd_sc_hd__a22oi_1 | 64 | 64 |
| sky130_fd_sc_hd__bufinv_16 | 0 | 2 |
| sky130_fd_sc_hd__or3b_2 | 1 | 1 |
| sky130_fd_sc_hd__nor2_4 | 0 | 13 |
| sky130_fd_sc_hd__nand2_1 | 33 | 33 |
## metal layers
layer / vias to the layer above / track usage / wire (µm)
li1: 3697 / - / -
met1: 4383 / 0.170 / 14100
met2: 603 / 0.208 / 19700
met3: 65 / 0.126 / 7980
met4: 12 / 0.0207 / 653
met5: - / 0.00301 / 76
No activity file was given, so power comes from the tool's default toggle rates.
